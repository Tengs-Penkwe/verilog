### flow/design.v
module	ledwalker(i_clk, o_led);
	input	wire		i_clk;
	output	reg	[7:0]	o_led;
	reg	[3:0]	led_index;
	initial	led_index = 0;
	always @(posedge i_clk)
	if (led_index > 4'd13)
		led_index <= 0;
	else
		led_index <= led_index + 1'b1;
	always @(posedge i_clk)
	case(led_index)
	4'h0: o_led <= 8'h01;
	4'h1: o_led <= 8'h02;
	4'h2: o_led <= 8'h04;
	4'h3: o_led <= 8'h08;
	4'h4: o_led <= 8'h10;
	4'h5: o_led <= 8'h20;
	4'h6: o_led <= 8'h40;
	4'h7: o_led <= 8'h80;
	4'h8: o_led <= 8'h40;
	4'h9: o_led <= 8'h20;
	4'ha: o_led <= 8'h10;
	4'hb: o_led <= 8'h08;
	4'hc: o_led <= 8'h04;
	4'hd: o_led <= 8'h02;
	default: o_led <= 8'h01;
	endcase
endmodule
### flow/run.sh
#!/bin/bash
# OpenROAD 26Q1-2900-gdf79404cd8, Yosys 0.63+post, stock flow scripts
make -C /OpenROAD-flow-scripts/flow DESIGN_CONFIG=/design/flow/config.mk WORK_HOME=/design/flow/orfs finish
### flow/constraint.sdc
current_design ledwalker

set clk_period 1.5
set clk_io_pct 0.2

create_clock -name clk0 -period $clk_period [get_ports {i_clk}]

set non_clock_inputs [all_inputs -no_clocks]
set_input_delay [expr $clk_period * $clk_io_pct] -clock clk0 $non_clock_inputs
set_output_delay [expr $clk_period * $clk_io_pct] -clock clk0 [all_outputs]
### flow/config.mk
export PLATFORM = sky130hd
export DESIGN_NAME = ledwalker
export DESIGN_NICKNAME = ledwalker
export VERILOG_FILES = /design/flow/design.v
export SDC_FILE = /design/flow/constraint.sdc
export NUM_CORES = 4
export LEC_CHECK = 1
export CORE_AREA = 10 10 70 70
export DIE_AREA = 0 0 80 80
==> impl_metrics.tcl <==
# metrics dict for downstream scripts
set metrics [dict create \
    drt_iter0_drc 41 \
    cts_buffer_depth 2 \
    path_depth 1 \
    cts_hold_buffers 0 \
    htree_levels 1 \
    ys_sh_mux_pct 0 \
    grt_pass1_vias 315 \
    tns_ns 0 \
    wl_microns 767 \
    yosysSeqAreaShare_pct 48.9 \
    die-width_microns 80 \
    ys.flops 12 \
    ctsResizeCount 0 \
    io_pins 9 \
    rows 21 \
    period_minus_slack_ns 1.34 \
    cap_violations 0 \
    fp.coreArea_sq_um 3420 \
    powerDensity_nw_per_um2 878 \
    cp_cell_sequence "clkdlybuf4s50_1" \
    simple_gate_share_pct 18.6 \
    synthCells 46 \
    yosys-top-cells-count "dfxtp_1 (12), ha_1 (6), inv_1 (4)" \
    die_area_sq_um 6400 \
    portBuffers 8 \
    finClkSkew_ns 0.00452 \
    antenna_found_initial 0 \
    ys_cells 46 \
    yosys_warnings 1 \
    via_per_inst 3.17 \
    topCombFamilyByArea "simple AND/OR/NAND/NOR gates" \
    p_leak_nw 0.266 \
    postCtsSetupRepairBufs 0 \
    gr-usage-all-layers_pct 2.61 \
    crit_path_max_incr_delay_ns 0.46 \
    globalplace.congestion 0.814 \
    ys_dominant_reg_cell "dfxtp_1" \
    clk_latency_ns 0.27 \
    ir_worst_vdd_uv 179 \
    startpoint_type "flip-flop" \
    die_h_microns 80 \
    first_pass_iters 4 \
    grt_max_degree 12 \
    cts_buffers 3 \
    detail-route-antenna-nets 0 \
    synth-xor-area-share_pct 1.78 \
    initial_core_util_pct 14.4 \
    worst_path_max_delay_cell "clkdlybuf4s50_1" \
    drc_errors 0 \
    fin_ws_ns 0.157 \
    yosysUniqueCellTypes 22 \
    cts_tree "done" \
    crit_path_end "o_led[5]" \
    max_freq_mhz 745 \
    cts_num_sinks 12 \
    hpwl_microns 576 \
    area_delta_synth_final_pct 31.3 \
    yosysMostFrequentCell "dfxtp_1" \
    hp-class "flip-flop to flip-flop" \
    syn_area_sq_um 492 \
    rsz0062_at_grt "false" \
    postLayoutCoreUtil_pct 18.9 \
    synth_area_per_cell_sq_um 10.7 \
    largest_area_cell "dfxtp_1" \
    vias 320 \
    final_layout_size_suffix_gt1_share_pct 9.09 \
    fa_ha_area_share_pct 15.3 \
    worst_pin_slew_ns 0.317 \
    slew_headroom_pct 78.8 \
    antenna_cells 0 \
    cts-root-buf "clkbuf_4" \
    yosys.area.top_type_share_pct 48.9 \
    edf_count 0 \
    ys_chip_area_sq_um 492 \
    report.final.slew_viol_count 0 \
    aoi_share_pct 8.40 \
    worst-path-buf-inv 1 \
    status "finished, final reports clean" \
    end_kind "output port" \
    critPathArrivalTime_ns 1.04 \
    ff2ff_path_depth 4 \
    cts.clk_slew.worst_paths_ns 0.07 \
    grt_overflow 0 \
    finalCritPeriodShare_pct 89.5 \
    r2r-end "led_index[3]$_SDFF_PN0_" \
    post-place-ws_ns 0.218 \
    reg2reg_slack_ns 0.19 \
    worstPathRequired_ns 1.20 \
    cp_max_fo 1 \
    cp-startpoint "o_led[5]$_DFF_P_" \
    cpLargestDelayFamily "buffers and inverters" \
    synthTopCellsByArea "dfxtp_1 (49%), ha_1 (15%), o21ai_0 (3.1%)" \
    ys_async_sr_fraction_pct 0 \
    setup_viol_count_final 0 \
    crit_type "flip-flop to output port" \
    grt_pass1_wl_mm 1.36 \
    regToRegStartpoint "led_index[1]$_SDFF_PN0_" \
    finalHoldViolCount 0 \
    route.detailed.wl_per_inst_microns 7.59 \
    warning_count 29 \
]
layout by cell type, fill, tap and decap left out, types with 2 or more instances in the layout:
cell,synthesis,routed
dfxtp_1,12,12
clkdlybuf4s50_1,0,8
ha_1,6,6
inv_1,4,4
o21ai_0,3,3
nor2_1,3,3
clkbuf_4,0,3
nor2b_1,2,2
layer usage:
metal | share of wire (%) | track usage, % | up-vias
met5 | 0 | 0 | -
met1 | 45 | 2.91 | 142
li1 | - | - | 167
met2 | 39 | 3.77 | 11
met4 | 0 | 0.352 | 0
met3 | 16 | 2.27 | 0
how the worst min path moves through the flow:
stage	end	depth (start not counted)	start
after CTS	led_index[0]$_SDFF_PN0_	1	led_index[0]$_SDFF_PN0_
after global routing	led_index[0]$_SDFF_PN0_	1	led_index[0]$_SDFF_PN0_
final	led_index[0]$_SDFF_PN0_	1	led_index[0]$_SDFF_PN0_
final cells by class:
| type | instances | area [sq um] |
|---|---|---|
| clock buffers | 4 | 36.3 |
| fillers | 381 | 2770 |
| inverters | 4 | 15.0 |
| multi-input cells | 27 | 216 |
| flip-flops and latches | 12 | 240 |
| well taps | 46 | 57.6 |
| repair buffers | 8 | 80.1 |
power by group:
part | switching [mW] | total, mW | internal, mW
Combinational | 0 | 0.000000148 | 0
Sequential | 0 | 0.318 | 0.318
Clock | 0.101 | 0.248 | 0.147
state kept, by name (all words and copies together) (netlist names):
signal     count
led_index      4
o_led          8
kinds of logic after synthesis:
logic type | Yosys count
AND-OR/OR-AND | 6
adder cells (fa/ha/maj) | 6
AND/OR/NAND/NOR | 14
XOR/XNOR | 1
buffers and inverters | 7
flip-flops | 12
through the flow:
step,instance area (sq um),hold slack [ns],instances,power (mW)
3_3_place_gp,609,0.482,97,0.326
4_1_cts,646,0.512,101,0.579
3_5_place_dp,609,0.491,97,0.326
2_1_floorplan,492,0.452,46,0.326
6_report,646,0.502,101,0.567
5_1_grt,646,0.536,101,0.602
No activity file was given, so power comes from the tool's default toggle rates.
