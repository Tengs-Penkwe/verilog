==> design.v <==
`default_nettype	none
module blinky(i_clk, o_led);
	parameter	WIDTH = 27;
	input	wire	i_clk;
	output	wire	o_led;
	reg	[WIDTH-1:0]	counter;
	always @(posedge i_clk)
		counter <= counter + 1'b1;
	assign	o_led = counter[WIDTH-1];
endmodule
==> run.sh <==
#!/bin/bash
# OpenROAD 26Q1-2900-gdf79404cd8, Yosys 0.63+post, stock flow scripts
make -C /OpenROAD-flow-scripts/flow DESIGN_CONFIG=/design/flow/config.mk WORK_HOME=/design/flow/orfs finish
==> config.mk <==
export PLATFORM = sky130hd
export DESIGN_NAME = blinky
export DESIGN_NICKNAME = blinky
export VERILOG_FILES = /design/flow/design.v
export SDC_FILE = /design/flow/constraint.sdc
export NUM_CORES = 4
export LEC_CHECK = 1
export CORE_AREA = 10 10 93 93
export DIE_AREA = 0 0 103 103
==> constraint.sdc <==
current_design blinky

set clk_period 3.6
set clk_io_pct 0.2

create_clock -name clk0 -period $clk_period [get_ports {i_clk}]

set non_clock_inputs [all_inputs -no_clocks]
set_input_delay [expr $clk_period * $clk_io_pct] -clock clk0 $non_clock_inputs
set_output_delay [expr $clk_period * $clk_io_pct] -clock clk0 [all_outputs]
==> notes.md <==
run results: hold slack 0.403 ns, Post CTS Setup Buffer Count 0, Routability Congestion 0.769, GR Overflow Total 0, PnR worst setup slack 1.78 ns, Largest register FFs 27, vias in the first global route 637, 1st-iter DRT viols 29, post-synthesis sequential area ratio 0.517, total global routing track utilization 0.0325, ys cells 100, Die Wd 103 µm, distinct lib cells 17, hold crit path type reg -> reg, CTS max path bufs 2, CP Cell Sequence clkdlybuf4s50_1, slowest CP cell clkdlybuf4s50_1, Post-route DRC 0, Final Skew 0.00251 ns, chip area 10600 µm², worst-path maximum fanout 2, biggest registers after layout counter (27), Synth warnings 1, Latency at later pin 0.27 ns, Reg with most FFs counter, placed cell count 181, row count 30, Final Hold Fails 0, clock sink count 27, Initial DRT Pass Iterations 4, CTS tree done, minimum clock period 1.82 ns, RSZ-0062 raised after global routing no, Routed WL 1560 µm, Initial Utilization 0.155, Top cell area share 0.517, leak pwr 0.413 nW, Mapped Area 1040 µm², CP Launch Type flip-flop, Max Freq 550 MHz, fin. max-slew vios 0, Die Ht 103 µm, worst slew pin tran 0.657 ns, post-layout util 0.178, crit end category primary output, post-cts resize count 0, max-capacitance violation count 0, top cell family by delay on the critical path buffers and inverters, CTS buffer count 3, non-filler cells, final 185, TNS Setup 0 ns, DP HPWL 1140 µm, core area 6760 µm², I/O pin count 2, Yosys top cell by area dfxtp_1, H-tree depth 1, Port Buf Inserts 1, hold-fix buffers at CTS 0, fin crit share 0.505, largest net degree at the start of global routing 15, Synth Instances 100, initial antenna violation count 0, Place WS 1.85 ns, DRT antenna net count 0, Area Overhead vs Synth 14.9%, crit path DRT 2.88 ns, CTS Root Cell clkbuf_8, crit-path max cell delay 0.49 ns, via/cell ratio 3.71, WL per Instance 8.42 µm, first-pass GRT wire length 2860 µm, tool warnings 25, Slew headroom 0.559, Synthesized registers 27, syn avg cell area 10.4 µm², Crit Path Category reg -> out, ant diodes 0, Via Count 687, fraction of final layout cells sized beyond drive strength 1 0.0857, Yosys chip area 1040 µm², pwr dens 387 nW/µm², final tally of setup violations 0, outcome completed, clock slew at reported path FFs 0.09 ns, VDD IR max 208 µV, Largest cells by area dfxtp_1 (52%), xnor2_1 (11%), xor2_1 (10%), CP arrival 1.10 ns, CP bufs+invs 1
[path summary, 6_finish.rpt]
path                            depth (start not counted)   startpoint  slack (ns)           to
worst max-delay path                                    1  counter[26]        1.78        o_led
worst min-delay path                                    1   counter[0]        0.40   counter[0]
worst max register to register                          4   counter[2]        1.82  counter[21]
worst min register to register                          1   counter[0]        0.40   counter[0]
[cells by family after synthesis]
group | synth area share
xor gates and xnor gates | 0.210
adders and majority gates | 0.0120
buffers and inverters | 0.00359
DFF | 0.517
and+or+nand+nor | 0.257
[cell usage after synthesis]
master   count
nand2_1      6
inv_1        1
and3_1       1
nand4_1     10
xnor2_1     13
nor2_1       5
or4_4        1
nand3_2      1
nand2_2      1
and4_1       2
dfxtp_1     27
nor3_2       3
nor3_1       3
nand3_1     10
ha_1         1
xor2_1      12
nor4_1       3
[area by class of cell]
| type | instances | area [µm²] |
|---|---|---|
| Fill cell | 747 | 5560 |
| Sequential cell | 27 | 541 |
| Multi-Input combinational cell | 72 | 500 |
| Tap cell | 80 | 100 |
| Clock buffer | 4 | 45.0 |
| Timing Repair Buffer | 1 | 10.0 |
| Inverter | 1 | 3.75 |
[routing by layer]
metal,track usage,up-vias,wire length [µm]
met5,0,-,0
met4,0.00214,0,0
met3,0.0122,0,65
met2,0.0497,7,658
met1,0.0448,316,834
li1,-,364,-
[power breakdown]
group	leakage (nW)	internal [W]	switching, W
Combinational	0.173	0	0
Sequential	0.217	0.000298	0
Clock	0.0228	0.0000791	0.0000867
Total	0.413	0.000377	0.0000867
[layout by cell type, fill, tap and decap left out]
cell type	count
nand3_2	1
nand2_1	6
nor3_1	3
and4_1	2
or4_4	1
and3_1	1
dfxtp_1	27
nor2_1	5
nand2_2	1
clkbuf_1	1
clkbuf_8	3
nor4_1	3
nand4_1	10
inv_1	1
nor3_2	3
clkdlybuf4s50_1	1
ha_1	1
xnor2_1	13
xor2_1	12
nand3_1	10
[stage by stage]
stage	area (µm²)	total power (W)
CTS	1200	0.000473
global route	1200	0.000483
detailed placement	1150	0.000305
floorplan	1040	0.000305
finish	1200	0.000464
global placement	1150	0.000305
No activity file was given, so power comes from the tool's default toggle rates.
